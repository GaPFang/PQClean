**./run.sh**
```bash
#!/bin/bash
# OpenROAD 26Q1-2900-gdf79404cd8, Yosys 0.63+post, stock flow scripts
make -C /OpenROAD-flow-scripts/flow DESIGN_CONFIG=/design/flow/config.mk WORK_HOME=/design/flow/orfs finish
```
**./config.mk**
```make
export PLATFORM = sky130hd
export DESIGN_NAME = BFU
export DESIGN_NICKNAME = BFU
export VERILOG_FILES = /design/flow/design.v
export SDC_FILE = /design/flow/constraint.sdc
export NUM_CORES = 4
export LEC_CHECK = 1
export CORE_UTILIZATION = 50
```
**./constraint.sdc**
```tcl
current_design BFU

set clk_period 13.5
set clk_io_pct 0.2

create_clock -name clk0 -period $clk_period [get_ports {i_clk}]

set non_clock_inputs [all_inputs -no_clocks]
set_input_delay [expr $clk_period * $clk_io_pct] -clock clk0 $non_clock_inputs
set_output_delay [expr $clk_period * $clk_io_pct] -clock clk0 [all_outputs]
```
**./design.v**
```verilog
module BFU (
    input  i_clk,
    input  i_intt,
    input  signed [15:0] i_a,
    input  signed [15:0] i_b,
    input  signed [15:0] i_twiddle,
    output logic signed [15:0] o_a,
    output logic signed [15:0] o_b
);
    localparam signed [15:0] KYBER_Q = 3329;  
    localparam signed [15:0] KYBER_QINV = -3327;  
    logic signed [15:0] a0_r, a0_w, a1_r, a1_w, a2_r, a2_w, a3_r, a3_w;
    logic signed [15:0] b0_r, b0_w;
    logic signed [15:0] twiddle0_r, twiddle0_w;
    logic signed [31:0] b_twiddle1_r, b_twiddle1_w, b_twiddle2_r, b_twiddle2_w;
    logic signed [15:0] b_twiddle_QINV_r, b_twiddle_QINV_w;
    logic signed [15:0] reduced_r, reduced_w;
    always_comb begin
        if (i_intt) begin
            a0_w = i_b + i_a;
            b0_w = i_b - i_a;
        end else begin
            a0_w = i_a;
            b0_w = i_b;
        end
        twiddle0_w = i_twiddle;
        a1_w = (i_intt & (a0_r >= KYBER_Q)) ? (a0_r - KYBER_Q) : a0_r;
        b_twiddle1_w = b0_r * twiddle0_r;
        a2_w = (i_intt & (a1_r <= -KYBER_Q)) ? (a1_r + KYBER_Q) : a1_r;
        b_twiddle_QINV_w = b_twiddle1_r * KYBER_QINV;
        b_twiddle2_w = b_twiddle1_r;
        reduced_w = (b_twiddle2_r - b_twiddle_QINV_r * KYBER_Q) >>> 16;
        a3_w = a2_r;
        if (i_intt) begin
            o_a = a3_r;
            o_b = reduced_r;
        end else begin
            o_a = a3_r + reduced_r;
            o_b = a3_r - reduced_r;
        end
    end
    always_ff @(posedge i_clk) begin
        a0_r <= a0_w;
        a1_r <= a1_w;
        a2_r <= a2_w;
        a3_r <= a3_w;
        b0_r <= b0_w;
        twiddle0_r <= twiddle0_w;
        b_twiddle1_r <= b_twiddle1_w;
        b_twiddle2_r <= b_twiddle2_w;
        b_twiddle_QINV_r <= b_twiddle_QINV_w;
        reduced_r <= reduced_w;
    end
endmodule
```
==> results.txt <==
run metrics: status=finished, final reports clean, Post-synth area hogs=fa_1 (29%), dfxtp_1 (17%), ha_1 (17%), inv_1 (9.5%), xnor2_1 (4.5%), chip area=45100 µm², Clock Latency Late Sink=0.47 ns, CTS Buf Count=17, DRT Pass-1 Iters=5, Cells after Synth=2425, Seq share, synth=16.7%, Max Root-Sink Buffers=2, register clock-pin slew on the reported worst setup and hold paths=0.07 ns, met1 GRT Util=34.4%, post-route minimum period=7.51 ns, final instance count without filler cells=3078, Sinks on Clock Net=184, Max-cap violations=0, post-synthesis cell area=22100 µm², post-route ant nets=0, critical path data arrival time=4.81 ns, vias post-DR=15100, PostCTS Resize Cnt=0, initial antenna violation count=1, Placed Cells=3045, Via density=4.92, Synth area leader=fa_1, Crit Path Max Fanout=54, global route total overflow=0, Synth top area share=29.2%, number of synthesized flops with an enable pin=0, Slew HR=41.7%, num rows=76, CTS Root Cell=clkbuf_16, Crit. End Element=output pin, Yosys reg bits=184, unrepaired setup endpoints after global routing=false, core area=43400 µm², Unique masters post-synth=63, Ports=82, H-tree Lvls=4, setup violators final=0, Slew Limit Fails=0, chip area line of the yosys report=22100 µm², Final Hold Violating Endpoints=0, first-pass GRT wire length=76.7 mm, PortBufs=81, residual DRC count=0, DRT Wirelength=45.5 mm, Setup Skew=0.0120 ns, Ys Warns=1, initial DRC count=612, die height=212 µm, largest net degree at the start of global routing=55, met2 GRT Util=35.6%, met3 Track Usage GR=6.95%, Layout area overhead=9.26%, dpl hpwl=37.5 mm, stage-log warning count=67, layout cell share with drive strength beyond 1=3.05%, Mapped Avg Cell Area=9.12 µm², Required @ worst endpoint=10.80 ns, async set or reset register ratio after synthesis=0%, # fillers=3907, Hold Buf Count CTS=0, setup bufs post-CTS=0, cycle use final=55.6%, crit path launch type=input pin, Chip Width=212 µm, WL/cell=14.8 µm, # Cells Yosys=2425, final core utilization=55.7%, measured slew at the worst slew-check pin=0.873 ns, f_max=133 MHz, all-layer global routing usage=22.9%, vias in the first global route=15300, Crit Path Category=in -> out, worst min-delay path class=reg -> reg, ys flop type=dfxtp_1, Initial Utilization=51.0%, grt peak-use layer=met2, RePlAce Congestion=0.920, CTS tree=built, final setup TNS=0 ns, hold_ws=0.328 ns
## critical path, stage by stage
cell and delay (ns):
buf_4 0.40, clkinv_1 0.76, o21ai_0 0.42, clkdlybuf4s50_1 0.51
## per-layer routing
metal / wire length, µm / part of all wire (%) / up-vias
li1: - / - / 7597
met1: 21000 / 46 / 7186
met2: 21000 / 46 / 311
met3: 2900 / 6.4 / 37
met4: 599 / 1.3 / 2
met5: 16 / 0.035 / -
## Yosys cell counts (all sizes together), types with 13 or more instances
cell and number:
nor2 97, o21ai 68, nand2 193, nor2b 17, inv 560, o21a 17
ha 294, a21o 19, nor3 30, clkbuf 61, xor2 31, nand3 29
nand2b 16, and2 123, and3 13, o21bai 14, xnor2 113, fa 322
a21oi 86, dfxtp 184
## layout by cell type (no fill, tap or decap), types with 6 or more instances in the layout
cell,synthesis,final
nor2b_1,17,17
nor2_1,97,97
o31ai_1,9,9
nand2b_1,16,16
clkbuf_16,0,17
buf_4,0,21
nand3_1,28,28
mux2_2,11,11
nand4_1,7,7
inv_1,560,560
a21o_1,19,19
xor2_1,31,31
a21oi_1,85,85
clkdlybuf4s50_1,0,80
a211oi_1,8,8
o21ai_0,37,37
a211o_1,7,7
o21ai_1,31,31
nor3_1,30,30
and3_1,13,13
nand2_1,193,193
o21bai_1,14,14
ha_1,294,294
o211ai_1,6,6
o21a_1,17,17
or3_1,12,12
fa_1,322,322
xnor2_1,113,113
dfxtp_1,184,184
a31oi_1,8,8
and2_1,123,123
## flip-flops by register name, indices dropped and copies added, names as in the netlist
register	flops
a0_r	16
a1_r	16
a2_r	16
a3_r	16
b0_r	16
b_twiddle1_r	32
b_twiddle2_r	24
b_twiddle_QINV_r	16
reduced_r	16
twiddle0_r	16
## cell families after synthesis
group / share of synthesized area (%)
AND-OR/OR-AND: 8.17
XOR/XNOR: 5.70
adder cells (fa/ha/maj): 45.8
buffers and inverters: 10.7
flip-flops: 16.7
multiplexers: 0.741
AND/OR/NAND/NOR: 12.3
## final cells by class
class	instances	area, µm²	share of cell area, %
Sequential cell	184	3680	15.2
Tap cell	585	732	3.03
Clock inverter	14	166	0.689
Multi-Input combinational cell	1614	16100	66.5
Inverter	561	2110	8.72
Clock buffer	18	439	1.82
Timing Repair Buffer	101	958	3.97
Antenna cell	1	2.50	0.0104
## per-stage QoR
step | instance area, µm² | worst slack [ns]
final | 24200 | 5.99
after global routing | 24200 | 5.83
after CTS | 24200 | 6.01
after detailed placement | 23500 | 6.01
after global placement | 23500 | 6.03
after floorplan | 22100 | 7.11
## final timing paths
kind,cells after the start,to,slack [ns],start
worst min register to register,0,b_twiddle2_r[16],0.33,b_twiddle1_r[16]
worst max-delay path,4,o_b[5],5.99,i_intt
worst max register to register,20,b_twiddle1_r[24],6.91,twiddle0_r[2]
worst min-delay path,0,b_twiddle2_r[16],0.33,b_twiddle1_r[16]
